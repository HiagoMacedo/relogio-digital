==> flow/run.sh <==
#!/bin/bash
# OpenROAD 26Q1-2900-gdf79404cd8, Yosys 0.63+post, stock flow scripts
make -C /OpenROAD-flow-scripts/flow DESIGN_CONFIG=/design/flow/config.mk WORK_HOME=/design/flow/orfs finish
==> flow/config.mk <==
export PLATFORM = sky130hd
export DESIGN_NAME = relogioDigital
export DESIGN_NICKNAME = relogioDigital
export VERILOG_FILES = /design/flow/design.v
export SDC_FILE = /design/flow/constraint.sdc
export NUM_CORES = 4
export LEC_CHECK = 1
export CORE_UTILIZATION = 50
==> flow/constraint.sdc <==
current_design relogioDigital

set clk_period 4.6
set clk_io_pct 0.2

create_clock -name clk0 -period $clk_period [get_ports {CLOCK_50}]

set non_clock_inputs [all_inputs -no_clocks]
set_input_delay [expr $clk_period * $clk_io_pct] -clock clk0 $non_clock_inputs
set_output_delay [expr $clk_period * $clk_io_pct] -clock clk0 [all_outputs]
==> flow/design.v <==
module bcd_7seg(input [3:0] bcd_bcd_in,
					 output logic [6:0] bcd_display_out);
	always_comb begin
		case(bcd_bcd_in)
			4'd0: bcd_display_out = 7'b1000000;
			4'd1: bcd_display_out = 7'b1111001;
			4'd2: bcd_display_out = 7'b0100100;
			4'd3: bcd_display_out = 7'b0110000;
			4'd4: bcd_display_out = 7'b0011001;
			4'd5: bcd_display_out = 7'b0010010;
			4'd6: bcd_display_out = 7'b0000010;
			4'd7: bcd_display_out = 7'b1111000;
			4'd8: bcd_display_out = 7'b0000000;
			4'd9: bcd_display_out = 7'b0010000;
			default: bcd_display_out = 7'b1111111;
		endcase
	end
endmodule 
module enable_1hz(input enable_clock,
						input enable_reset,
						output logic enable_pulseout);
	logic [25:0] contador;
	always_ff @ (posedge enable_clock)
	begin
		if (enable_reset)
			contador <= 26'd0;
		else begin
			if (contador == 26'd49999999)
				contador <= 26'd0;
			else
				contador <= contador + 26'd1;
		end
	end
	always_comb begin
		enable_pulseout <= (contador == 26'd49999999);
	end
endmodule 
module maq_h(input maqh_clock,
				 input maqh_reset,
				 input maqh_enable,
				 input maqh_incremento,
				 output logic [3:0] maqh_lsd,
				 output logic [1:0] maqh_msd);
	always_ff @ (posedge maqh_clock) begin
		if (maqh_reset)
			maqh_lsd <= 4'd0;
		else begin
			if (maqh_enable && maqh_incremento) begin
				if(maqh_msd == 2'd2) begin
					if(maqh_lsd == 4'd3)
						maqh_lsd <= 4'd0;
					else 
						maqh_lsd <= maqh_lsd + 4'd1;
				end
				else begin
					if(maqh_lsd == 4'd9)
						maqh_lsd <= 4'd0;
					else
						maqh_lsd <= maqh_lsd + 4'd1;
				end
			end
			else
				maqh_lsd <= maqh_lsd;
		end
	end
	always_ff @ (posedge maqh_clock) begin
		if (maqh_reset)
			maqh_msd <= 2'd0;
		else begin
			if (maqh_enable && maqh_incremento) begin
				if (maqh_msd == 2'd2 && maqh_lsd == 2'd3) begin
					maqh_msd = 2'd0;
				end
				else begin
					if(maqh_lsd == 4'd9)
						maqh_msd <= maqh_msd + 2'd1;
					else
						maqh_msd <= maqh_msd;
				end
			end
			else
				maqh_msd <= maqh_msd;
		end
	end
endmodule 
module maq_m(input maqm_clock,
				 input maqm_reset,
				 input maqm_enable,
				 input maqm_incremento,
				 output logic [3:0] maqm_lsd,
				 output logic [2:0] maqm_msd,
				 output logic maqm_incrementa_hora);
	always_ff @ (posedge maqm_clock) begin
		if (maqm_reset)
			maqm_lsd <= 4'd0;
		else begin
			if (maqm_enable && maqm_incremento) begin
				if(maqm_lsd == 4'd9)
					maqm_lsd <= 4'd0;
				else
					maqm_lsd <= maqm_lsd + 4'd1;
			end
			else
				maqm_lsd <= maqm_lsd;
		end
	end
	always_ff @ (posedge maqm_clock) begin
		if (maqm_reset)
			maqm_msd <= 3'd0;
		else begin
			if (maqm_enable && maqm_incremento) begin
				if (maqm_lsd == 4'd9) begin
					if (maqm_msd == 3'd5)
						maqm_msd <= 3'd0;
					else
						maqm_msd <= maqm_msd + 3'd1;
				end
				else
					maqm_msd <= maqm_msd;
			end
			else
				maqm_msd <= maqm_msd;
		end
	end
	always_comb begin
		maqm_incrementa_hora = ( (maqm_lsd == 4'd9) && (maqm_msd == 3'd5) );
	end
endmodule 
module maq_s(input maqs_clock,
				 input maqs_reset,
				 input maqs_enable,
				 output logic [3:0] maqs_lsd,
				 output logic [2:0] maqs_msd,
				 output logic maqs_incrementa_minuto);
	always_ff @ (posedge maqs_clock) begin
		if (maqs_reset) begin
			maqs_lsd <= 4'd0;
		end
		else begin
			if (maqs_enable) begin
				if(maqs_lsd == 4'd9) begin
					maqs_lsd <= 4'd0;
				end
				else begin
					maqs_lsd <= maqs_lsd + 4'd1;
				end
			end
			else begin
				maqs_lsd <= maqs_lsd;
			end
		end
	end
	always_ff @ (posedge maqs_clock) begin
		if (maqs_reset)
			maqs_msd <= 3'd0;
		else begin
			if (maqs_enable) begin
				if (maqs_lsd == 4'd9) begin
					if (maqs_msd == 3'd5)
						maqs_msd <= 3'd0;
					else
						maqs_msd <= maqs_msd + 3'd1;
				end
				else begin
					maqs_msd <= maqs_msd;
				end
			end
			else begin
				maqs_msd <= maqs_msd;
			end
		end
	end
	always_comb begin
		maqs_incrementa_minuto = ( (maqs_lsd == 4'd9) && (maqs_msd == 3'd5) );
	end
endmodule 
module relogioDigital (input reset,CLOCK_50,
				 output logic [6:0] s_lsd,
				 output logic [6:0] s_msd,
				 output logic [6:0] m_lsd,
				 output logic [6:0] m_msd,
				 output logic [6:0] h_lsd,
				 output logic [6:0] h_msd);
	logic enable1hz;
	enable_1hz habilitador(
	.enable_clock(CLOCK_50),
	.enable_reset(reset),
	.enable_pulseout(enable1hz));
	logic [3:0] bcd_s_lsd;
	logic [2:0] bcd_s_msd;
	logic incrementa_minuto;
	maq_s maqs_display_s (
	.maqs_clock(CLOCK_50),
	.maqs_reset(reset),
	.maqs_enable(enable1hz),
	.maqs_lsd(bcd_s_lsd),
	.maqs_msd(bcd_s_msd),
	.maqs_incrementa_minuto(incrementa_minuto));
	bcd_7seg display_s_lsd(
	.bcd_bcd_in(bcd_s_lsd),
	.bcd_display_out(s_lsd));
	bcd_7seg display_s_msd(
	.bcd_bcd_in({1'b0, bcd_s_msd}),
	.bcd_display_out(s_msd));
	logic [3:0] bcd_m_lsd;
	logic [2:0] bcd_m_msd;
	logic incrementa_hora;
	maq_m maqm_display_m(
	.maqm_clock(CLOCK_50),
	.maqm_reset(reset),
	.maqm_enable(enable1hz),
	.maqm_incremento(incrementa_minuto),
	.maqm_lsd(bcd_m_lsd),
	.maqm_msd(bcd_m_msd),
	.maqm_incrementa_hora(incrementa_hora));
	bcd_7seg display_m_lsd(
	.bcd_bcd_in(bcd_m_lsd),
	.bcd_display_out(m_lsd));
	bcd_7seg display_m_msd(
	.bcd_bcd_in({1'b0, bcd_m_msd}),
	.bcd_display_out(m_msd));
	logic [3:0] bcd_h_lsd;
	logic [1:0] bcd_h_msd;
	maq_h maqh_display_h(
	.maqh_clock(CLOCK_50),
	.maqh_reset(reset),
	.maqh_enable(enable1hz),
	.maqh_incremento(incrementa_hora),
	.maqh_lsd(bcd_h_lsd),
	.maqh_msd(bcd_h_msd));
	bcd_7seg display_h_lsd(
	.bcd_bcd_in(bcd_h_lsd),
	.bcd_display_out(h_lsd));
	bcd_7seg display_h_msd(
	.bcd_bcd_in({2'b0, bcd_h_msd}),
	.bcd_display_out(h_msd));
endmodule 
==> commit_impl_results.txt <==
Store results of the implementation flow

* Run status: complete, no violations
- Fp util: 52.32%
* Setup TNS Final: 0 ns
* Number of distinct standard cells referenced by the synthesized netlist: 72
- Critical Path Sink Type: flip-flop
- Met1 layer wirelength in the final routing: 4596 microns
* Row cnt: 34
* Slew Limit Headroom: 38.03%
* Estimated wirelength of the detail-placed design: 6315 microns
- Number of synthesized register bits: 86
* Fraction of registers with async set or reset after synthesis: 0%
- Grouping non-sequential cells by family puts the most area in simple AND/OR/NAND/NOR gates.
* Post-synthesis adder-cell area fraction: 8.691%
- The required time at the worst endpoint is listed as 4.85 ns.
* Via density per instance: 5.473
- The die is 97.99 microns tall.
- Signal routing reaches up to met4.
- Wire length on met3: 258 microns
- Gate count after technology mapping: 536
- Peak clock frequency supported by timing: 296.2 MHz
- TritonRoute output was used to compute an average wire per cell of 13.29 microns.
- Of the available clock period, the critical path in the final layout requires 73.39%.
* First-pass iteration count of the detailed router: 18
* Cell internal power dissipation: 0.001020 W
- At the later pin of the worst-skew pair, clock insertion delay measures 0.36 ns.
- For this run, the register share of the synthesized area comes to 37.37%.
- Number of flops mapped to enable cells by yosys: 0
- Nets still carrying antenna violations after routing amount to 0.
- After synthesis, the design contains 536 cells according to Yosys.
- For this block, the initial DRC count from the detailed router was 119.
- Count of vias placed by the detailed router: 3694
- In this run the critical register-to-register path is launched from habilitador.contador[8]$_SDFF_PP0_.
- Per the TritonCTS log, the buffer count is 9.
- Per the placement log, port buffering inserted 42 buffers.
- Slowest cell delay on critical path: 0.56 ns
* Worst min-delay path startpoint: habilitador.contador[0]$_SDFF_PP0_
* Total length of routed wires: 8971 microns
- The initial antenna violation count was 0.
- Share of cell area taken by muxes after synthesis: 1.086%
- No sink is reached through more buffers than the 2 on the longest clock path.
- Looking at the max-slew report, the worst-margin pin has a slew of 0.9253 ns.
- After layout, the design draws a total of 0.001318 W.
* Clock tree from TritonCTS: done
- The script computed the net switching share of total power as 22.57%.
* Post-Synth XOR/XNOR Area: 5.513%
- Per the post-CTS timing run, clock transition at the registers of the reported paths is 0.09 ns.
- Final Hold Slack: 0.4721 ns
- Area growth from synthesis to layout: 13.91%
* Final routed DRC violation total: 0
- The share of total power dissipated in the clock network is 41.7%.
* CTS Hold Buffers Added: 0
- The layout has 765 filler cells.
- The setup path with the least slack is of type reg -> reg.
- Number of non-filler instances in the completed layout: 675
- Maximum fanout along the worst path: 16
- Final Hold Fails: 0
* Data arrival time of the critical path: 3.62 ns
- Setup repair after global routing left no endpoint under its margin.
* Level count of the clock H-tree: 3
* CP cell instances: nor4b_1 > and4_1 > and4_1 > and2_1 > mux2i_1 > or2_2 > ha_1 > inv_1 > a22o_1 > a221o_1
* Count of final max-slew check failures: 0
* Max_cap viols: 0
- Total global-route track usage: 19.93%
- Number of inserted diodes: 0
- Post-CTS timing repair inserted 0 buffers for setup.
* Final setup violation count: 0
- Crit. Startpoint: habilitador.contador[8]$_SDFF_PP0_
- The most used flip-flop cell after synthesis is sky130_fd_sc_hd__dfxtp_1.
* Simple-Gate Area Share: 27.87%
* Post-synthesis area per instance: 8.595 sq um
* CTS sink count: 86
* Width of the chip: 97.99 microns
- In this run the clock root is driven by a sky130_fd_sc_hd__clkbuf_8.
* Post-cts resize count: 0
- Kind of start point of the critical path: flip-flop
- Number of warnings printed during yosys synthesis: 5
- Per the gpl log, the routability congestion estimate is 0.8574.
- Cells with a size suffix above 1 make up 7.407% of the layout.
- VDD IR max: 0.0001320 V
- Slowest stage cell, crit path: sky130_fd_sc_hd__and4_1
- Sequential share of power: 56.8%
- The mapped netlist covers 4607 sq um.
- Entering global routing, the biggest net connects 36 pins.
- Warning total across the stage logs: 49
- Cells fill 59.59% of the core in the end.
- Overall overflow remaining after global route: 0
- Clock skew on the completed layout was measured at 0.01699 ns.
* Final Critical Period: 3.376 ns
* Die Outline Area: 9602 sq um
- Share of total power in combinational logic: 1.5%
- I/O Pins: 44
- The most numerous cell type found on the critical path is sky130_fd_sc_hd__and4_1.
- Compound-Gate Fraction of Synth Area: 14.10%
* Core outline area: 8806 sq um
- The detailed placer reported the number of placed instances as 659.
- Yosys reports a chip area of 4607 sq um.
- The first global-routing pass estimated 15480 microns of wire.
* Net switching power: 0.0002974 W
* Static power due to leakage: 2.091 nW
- Via count of the first global-routing pass: 3286
- Hold Crit Class: reg -> reg
- Detailed-routed wire length on met2: 4049 microns
- Power density over the cells: 251.1 nW/um^2
==> metal layers <==
metal,GRT usage (%),vias to the layer above
li1,-,1940
met1,30.83,1689
met2,31.47,59
met3,3.343,6
met4,1.632,0
met5,0,-
==> cell usage in the layout, fill, tap and decap left out, types with 6 or more instances in the layout <==
master / count
sky130_fd_sc_hd__ha_1: 32
sky130_fd_sc_hd__and3_1: 6
sky130_fd_sc_hd__clkdlybuf4s50_1: 41
sky130_fd_sc_hd__dfxtp_1: 86
sky130_fd_sc_hd__nor2_1: 54
sky130_fd_sc_hd__nand3_1: 28
sky130_fd_sc_hd__nor2b_1: 11
sky130_fd_sc_hd__o21ai_0: 9
sky130_fd_sc_hd__a21oi_1: 35
sky130_fd_sc_hd__xnor2_1: 12
sky130_fd_sc_hd__nor3_1: 14
sky130_fd_sc_hd__nand2_1: 35
sky130_fd_sc_hd__nand2b_1: 8
sky130_fd_sc_hd__nand4_1: 14
sky130_fd_sc_hd__or2_2: 7
sky130_fd_sc_hd__xor2_1: 17
sky130_fd_sc_hd__a211o_1: 6
sky130_fd_sc_hd__clkbuf_8: 10
sky130_fd_sc_hd__nor4_1: 6
sky130_fd_sc_hd__inv_1: 26
==> path summary, 6_finish.rpt <==
path	end	slack [ns]	depth (start not counted)
max	m_msd[5]$_DFF_P_	1.22	10
min	habilitador.contador[0]$_SDFF_PP0_	0.47	1
max reg2reg	m_msd[5]$_DFF_P_	1.22	10
min reg2reg	habilitador.contador[0]$_SDFF_PP0_	0.47	1
==> state kept, by name, indices dropped and copies added, names as in the netlist <==
signal                   flops
maqh_display_h.maqh_msd      2
h_msd                        5
maqh_display_h.maqh_lsd      4
maqm_display_m.maqm_msd      3
s_lsd                        7
h_lsd                        7
s_msd                        7
m_msd                        7
m_lsd                        7
habilitador.contador        26
maqm_display_m.maqm_lsd      4
maqs_display_s.maqs_msd      3
maqs_display_s.maqs_lsd      4
==> cells in the mapped netlist (4+ instances only) <==
cell type	number	area, sq um
sky130_fd_sc_hd__dfxtp_1	86	1722
sky130_fd_sc_hd__nor2_1	54	202.7
sky130_fd_sc_hd__a21oi_1	35	175.2
sky130_fd_sc_hd__nand2_1	35	131.4
sky130_fd_sc_hd__ha_1	32	400.4
sky130_fd_sc_hd__nand3_1	28	140.1
sky130_fd_sc_hd__inv_1	26	97.59
sky130_fd_sc_hd__clkbuf_1	21	78.83
sky130_fd_sc_hd__xor2_1	17	148.9
sky130_fd_sc_hd__nand4_1	14	87.58
sky130_fd_sc_hd__nor3_1	14	70.07
sky130_fd_sc_hd__xnor2_1	12	105.1
sky130_fd_sc_hd__nor2b_1	11	68.82
sky130_fd_sc_hd__o21ai_0	9	45.04
sky130_fd_sc_hd__nand2b_1	8	50.05
sky130_fd_sc_hd__or2_2	7	43.79
sky130_fd_sc_hd__a211o_1	6	52.55
sky130_fd_sc_hd__and3_1	6	37.54
sky130_fd_sc_hd__nor4_1	6	37.54
sky130_fd_sc_hd__and3b_1	5	43.79
sky130_fd_sc_hd__and4_1	5	43.79
sky130_fd_sc_hd__mux2i_1	5	50.05
sky130_fd_sc_hd__nand3b_1	5	37.54
sky130_fd_sc_hd__nor3b_1	5	37.54
sky130_fd_sc_hd__o21a_1	5	37.54
sky130_fd_sc_hd__or3_1	5	31.28
sky130_fd_sc_hd__a211oi_1	4	30.03
sky130_fd_sc_hd__and2_1	4	25.02
sky130_fd_sc_hd__o31ai_1	4	30.03
==> area by class of cell <==
cell class / count / area, sq um / share of cell area, %
Clock buffer: 10 / 137.6 / 2.623
Timing Repair Buffer: 44 / 430.4 / 8.202
Multi-Input combinational cell: 394 / 2641 / 50.33
Tap cell: 108 / 135.1 / 2.575
Clock inverter: 6 / 67.56 / 1.288
Sequential cell: 86 / 1722 / 32.81
Inverter: 27 / 113.9 / 2.170
==> cell families (layout without fill, tap and decap cells) <==
group	after synthesis	count (layout)
multiplexers	5	5
buffers and inverters	56	87
XOR/XNOR	29	29
other	1	1
AND-OR/OR-AND	96	96
adder cells (fa/ha/maj)	32	32
AND/OR/NAND/NOR	231	231
flip-flops	86	86
==> worst max-delay path: cells and delay by family, from the launching register on <==
kind	cells	cell delay [ns]
AND/OR/NAND/NOR	5	1.88
flip-flops	1	0.39
AND-OR/OR-AND	2	0.48
buffers and inverters	1	0.06
adder cells (fa/ha/maj)	1	0.17
multiplexers	1	0.29
==> power groups by stage <==
| stage | combinational, W | clock, W | sequential, W |
|---|---|---|---|
| 4_1_cts | 0.0000206 | 0.000571 | 0.000748 |
| 6_report | 0.0000204 | 0.000549 | 0.000748 |
| 5_1_grt | 0.0000227 | 0.000597 | 0.000749 |
==> through the flow <==
stage	worst slack (ns)	area [sq um]
floorplan	1.652	4607
global placement	1.374	5042
detailed placement	1.293	5042
CTS	1.244	5248
global route	0.9709	5248
finish	1.224	5248
Power figures rest on the tool's default switching activity, not on a simulated workload.
